==> flow/run.sh <==
#!/bin/bash
# OpenROAD 26Q1-2900-gdf79404cd8, Yosys 0.63+post, stock flow scripts
make -C /OpenROAD-flow-scripts/flow DESIGN_CONFIG=/design/flow/config.mk WORK_HOME=/design/flow/orfs finish
==> flow/config.mk <==
export PLATFORM = sky130hd
export DESIGN_NAME = bd_if
export DESIGN_NICKNAME = bd_if
export VERILOG_FILES = /design/flow/design.v
export SDC_FILE = /design/flow/constraint.sdc
export NUM_CORES = 4
export LEC_CHECK = 1
export CORE_UTILIZATION = 40
==> flow/constraint.sdc <==
current_design bd_if

set clk_period 8.2
set clk_io_pct 0.2

create_clock -name clk0 -period $clk_period [get_ports {clk}]

set non_clock_inputs [all_inputs -no_clocks]
set_input_delay [expr $clk_period * $clk_io_pct] -clock clk0 $non_clock_inputs
set_output_delay [expr $clk_period * $clk_io_pct] -clock clk0 [all_outputs]
==> flow/design.v <==
module bd_if(
  clk,
  n_rst,
  bt_i,
  btstar_i,
  led_i,
  bt_o,
  btstar_o,
  led_o,
  );
parameter T_1S = 26'h2FA_F080;
parameter T_20MS = 20'hF_4240;
input clk;
input n_rst;
input [9:0] bt_i;
input btstar_i;
input led_i;
output [9:0] bt_o;
output btstar_o;
output led_o;
wire [9:0] dwire;
debounc_1 #(.T_20MS(T_20MS)) u_debounc0(
  .clk(clk),
  .n_rst(n_rst),
  .din(bt_i[0]),
  .dout(dwire[0])
);
edge_det_p u_edgedet_p0 (
  .clk(clk),
  .n_rst(n_rst),
  .b0(dwire[0]),
  .b0_on(bt_o[0])
  );
debounc_1 #(.T_20MS(T_20MS)) u_debounc1(
  .clk(clk),
  .n_rst(n_rst),
  .din(bt_i[1]),
  .dout(dwire[1])
);
edge_det_p u_edgedet_p1 (
  .clk(clk),
  .n_rst(n_rst),
  .b0(dwire[1]),
  .b0_on(bt_o[1])
  );
debounc_2 #(.T_20MS(T_20MS)) u_debounc2(
  .clk(clk),
  .n_rst(n_rst),
  .din(bt_i[2]),
  .dout(dwire[2])
);
edge_det_p u_edgedet_p2 (
  .clk(clk),
  .n_rst(n_rst),
  .b0(dwire[2]),
  .b0_on(bt_o[2])
  );
debounc_2 #(.T_20MS(T_20MS)) u_debounc3(
  .clk(clk),
  .n_rst(n_rst),
  .din(bt_i[3]),
  .dout(dwire[3])
);
edge_det_p u_edgedet_p3 (
  .clk(clk),
  .n_rst(n_rst),
  .b0(dwire[3]),
  .b0_on(bt_o[3])
  );
debounc_2 #(.T_20MS(T_20MS)) u_debounc4(
  .clk(clk),
  .n_rst(n_rst),
  .din(bt_i[4]),
  .dout(dwire[4])
);
edge_det_p u_edgedet_p4 (
  .clk(clk),
  .n_rst(n_rst),
  .b0(dwire[4]),
  .b0_on(bt_o[4])
  );
debounc_2 #(.T_20MS(T_20MS)) u_debounc5(
  .clk(clk),
  .n_rst(n_rst),
  .din(bt_i[5]),
  .dout(dwire[5])
);
edge_det_p u_edgedet_p5 (
  .clk(clk),
  .n_rst(n_rst),
  .b0(dwire[5]),
  .b0_on(bt_o[5])
  );
debounc_3 #(.T_20MS(T_20MS)) u_debounc6(
  .clk(clk),
  .n_rst(n_rst),
  .din(bt_i[6]),
  .dout(dwire[6])
);
edge_det_p u_edgedet_p6 (
  .clk(clk),
  .n_rst(n_rst),
  .b0(dwire[6]),
  .b0_on(bt_o[6])
  );
debounc_3 #(.T_20MS(T_20MS)) u_debounc7(
  .clk(clk),
  .n_rst(n_rst),
  .din(bt_i[7]),
  .dout(dwire[7])
);
edge_det_p u_edgedet_p7(
  .clk(clk),
  .n_rst(n_rst),
  .b0(dwire[7]),
  .b0_on(bt_o[7])
  );
debounc_3 #(.T_20MS(T_20MS)) u_debounc8(
  .clk(clk),
  .n_rst(n_rst),
  .din(bt_i[8]),
  .dout(dwire[8])
);
edge_det_p u_edgedet_p8 (
  .clk(clk),
  .n_rst(n_rst),
  .b0(dwire[8]),
  .b0_on(bt_o[8])
  );
debounc_3 #(.T_20MS(T_20MS)) u_debounc9(
  .clk(clk),
  .n_rst(n_rst),
  .din(bt_i[9]),
  .dout(dwire[9])
);
edge_det_p u_edgedet_p9 (
  .clk(clk),
  .n_rst(n_rst),
  .b0(dwire[9]),
  .b0_on(bt_o[9])
  );
edge_det_p u_edgedet_pstar (
  .clk(clk),
  .n_rst(n_rst),
  .b0(~btstar_i),
  .b0_on(btstar_o)
  );
led #(.T_1S(T_1S)) u_led(
  .clk(clk),
  .n_rst(n_rst),
  .din(led_i),
  .dout(led_o)
);
endmodule
module debounc_1 (
	clk,
	n_rst,
	din,
	dout
);
parameter T_20MS = 20'hF_4240;  
input clk;
input n_rst;
input din;
output dout;
reg [19:0] cnt;
wire cnt_restart;
reg din_d1;
always @(posedge clk or negedge n_rst)
	if(!n_rst) begin
		din_d1 <= 1'b0;
	end
	else begin
		din_d1 <= din;
	end
assign cnt_restart = (din != din_d1)? 1'b1 : 1'b0;
always @(posedge clk or negedge n_rst)
	if(!n_rst) begin
		cnt <= 20'h0_0000;
	end
	else begin
		cnt <= (cnt_restart == 1'b1)? T_20MS :
			   (cnt > 20'h0_0000)? cnt - 20'h0_0001 : cnt;
	end
reg dout_rdy;
always @(posedge clk or negedge n_rst)
	if(!n_rst) begin
		dout_rdy <= 1'b0;
	end
	else begin
		dout_rdy <= ((cnt == 20'h0_0000) && (cnt_restart == 1'b0))? din : dout_rdy;
	end	
assign dout = dout_rdy;
endmodule
module debounc_2 (
	clk,
	n_rst,
	din,
	dout
);
parameter T_20MS = 20'hF_4240;  
input clk;
input n_rst;
input din;
output dout;
reg [19:0] cnt;
wire cnt_restart;
reg din_d1;
always @(posedge clk or negedge n_rst)
	if(!n_rst) begin
		din_d1 <= 1'b0;
	end
	else begin
		din_d1 <= din;
	end
assign cnt_restart = (din != din_d1)? 1'b1 : 1'b0;
always @(posedge clk or negedge n_rst)
	if(!n_rst) begin
		cnt <= 20'h0_0000;
	end
	else begin
		 cnt <= ((cnt_restart == 1'b1) && (cnt == 20'h0_0000))? T_20MS :
            (cnt > 20'h0_0000)? cnt - 20'h0_0001 : cnt;
	end
reg dout_rdy;
always @(posedge clk or negedge n_rst)
   if(!n_rst) begin
      dout_rdy <= 1'b0;
   end
   else begin
      dout_rdy <= (cnt == T_20MS)? din_d1 : dout_rdy;
   end   assign dout = dout_rdy;
endmodule
module debounc_3 (
	clk,
	n_rst,
	din,
	dout
);
parameter T_20MS = 20'hF_4240;  
input clk;
input n_rst;
input din;
output dout;
reg [19:0] cnt;
wire cnt_restart;
reg din_d1;
always @(posedge clk or negedge n_rst)
	if(!n_rst) begin
		din_d1 <= 1'b0;
	end
	else begin
		din_d1 <= din;
	end
assign cnt_restart = (din != din_d1)? 1'b1 : 1'b0;
always @(posedge clk or negedge n_rst)
	if(!n_rst) begin
		cnt <= 20'h0_0000;
	end
	else begin
		 cnt <= ((cnt_restart == 1'b1) && (cnt == 20'h0_0000))? T_20MS :
            (cnt > 20'h0_0000)? cnt - 20'h0_0001 : cnt;
	end
reg dout_rdy;
always @(posedge clk or negedge n_rst)
	if(!n_rst) begin
		dout_rdy <= 1'b0;
	end
	else begin
		dout_rdy <= ((cnt == 20'h0_0000) && (cnt_restart == 1'b0))? din : dout_rdy;
	end	
assign dout = dout_rdy;
endmodule
module edge_det_p(
    clk,
    n_rst,
    b0,
    b0_on
);
input clk;
input n_rst;
input b0;
output b0_on;
reg b0_d1;
reg b0_d2;
wire b0_on;
always @(posedge clk or negedge n_rst)  
if(!n_rst) begin
    b0_d1 <= 1'b0;
    b0_d2 <= 1'b0;
end
else begin
    b0_d1 <= b0;
    b0_d2 <= b0_d1;
end
assign b0_on = (b0_d1 && !b0_d2) ? 1'b1 : 1'b0;  
endmodule
module led(
  clk,
  n_rst,
  din,
  dout
  );
input clk;
input n_rst;
input din;
output reg dout;
parameter T_1S = 26'h2FA_F080; 
reg [25:0] counter = 0; 
reg din_prev; 
always @(posedge clk or negedge n_rst) begin
  if (!n_rst) begin
    counter <= 0;
    dout <= 0;
    din_prev <= 0;
  end 
  else begin
    if (din != din_prev) begin
      counter <= 0;  
      dout <= 1;  
    end 
    else if (counter >= T_1S) begin
      dout <= 0;
      counter <= counter;  
    end 
    else begin
      counter <= counter + 1;  
    end
    din_prev <= din;  
  end
end
endmodule
==> ci_impl_report.md <==
## Implementation flow summary

| Metric | Value |
|---|---|
| XOR/XNOR share of the synthesized area | 0.0841 |
| Simple-Gate Fraction of Synth Area | 0.240 |
| CTS Buffer Depth | 3 |
| Synthesis area per yosys | 0.0130 mm² |
| Max Freq | 311 MHz |
| H-tree Lvls | 1 |
| CTS tree | yes |
| Clk sink count | 270 |
| TritonRoute pass-1 iters | 4 |
| Worst r2r src | u_debounc8.cnt[3] |
| CP cell instances | nor2b_1 -> clkdlybuf4s50_1 |
| Initial antenna violation count | 0 |
| Ranking of synthesized cells by area | dfrtp_1 (52%), xor2_1 (4.5%), xnor2_1 (3.9%) |
| Hold Path End | u_edgedet_p8.b0_d2 |
| Distinct lib cells used | 61 |
| Final WL | 23.9 mm |
| Chip height | 182 µm |
| Global-route wire length before repair | 43.2 mm |
| Slowest stage delay, CP | 0.50 ns |
| Floorplan core density | 0.409 |
| Ys Warns | 5 |
| I/O Buffers | 25 |
| Crit path kind | register to primary output |
| Sum of negative setup slack | 0 ns |
| Total GRT Usage | 0.157 |
| Placed cell count | 1,720 |
| Share of cells above drive strength 1 | 0.0708 |
| FFs w/ async S/R, synth | 1.00 |
| Log Warnings | 29 |
| Slew Viols, Final | 0 |
| Flop and latch count out of synthesis | 270 |
| Synth top area share | 0.519 |
| Core Region | 0.0318 mm² |
| Post-synth top area cell | dfrtp_1 |
| RSZ-0062 raised after global routing | false |
| Drt drc | 0 |
| Chip area | 0.0333 mm² |
| Post-layout min period | 3.21 ns |
| Fa+ha+maj area frac | 0.0135 |
| Critical R2R Capture | u_debounc8.cnt[19] |
| FF-to-FF path depth | 5 |
| Synthesis-to-layout area growth | 13.0% |
| Via count | 9,458 |
| Rel. slew slack | 0.392 |
| Cell Pwr Density | 217 mW/mm² |
| Post-synth top flop | dfrtp_1 |
| Critical hold path startpoint | u_edgedet_p8.b0_d1 |
| Clock share of power | 0.414 |
| # diodes | 0 |
| GPL Wtd Cong | 0.830 |
| Flop pwr share | 0.485 |
| Vias in the first global route | 9,114 |
| CP endpoint kind | primary output |
| DR WL/cell | 13.4 µm |
| Crit Path Max Fanout | 2 |
| Clock-pin slew on the worst setup and hold paths | 0.06 ns |
| Worst Hold Class | register to register |
| P_int | 2.37 mW |
| Post-Syn Area per Cell | 10.1 µm² |
| Clock skew | 0.00807 ns |
| Row count | 65 |
| Post-CTS Resized | 0 |
| Max VDD drop | 0.177 mV |
| Drt via density | 5.33 |
| Sw frac | 0.254 |
| Total global routing overflow | 0 |
| Area fraction in mux cells | 0.0156 |
| DIE WIDTH | 182 µm |
| Critical path data arrival time | 1.57 ns |
| Post CTS Setup Buffer Count | 0 |
| Detail Route Antenna Nets | 0 |
| Cts bufs inserted | 31 |
| Sequential area share after synthesis | 0.519 |
| Switching Power | 0.810 mW |
| Fin crit share | 0.392 |
| Largest net degree at the start of global routing | 87 |
| # Cells Yosys | 1,286 |
| Top logic family | simple AND/OR/NAND/NOR gates |
| I/O Pins | 26 |
| Gate power share | 0.101 |
| Synthesized instance count | 1,286 |
| CTS hold repair buffers | 0 |
| # Max-Cap Violations | 0 |
| Area fraction in compound gates after synthesis | 0.103 |
| Root Buffer | clkbuf_16 |
| Slew @ Worst Pin | 0.900 ns |
| Reg2Reg Setup Slack | 5.46 ns |
| Min-Delay Path Depth | 0 |
| Synthesized cell area | 0.0130 mm² |
| Leakage power | 6.17 nW |
| Iter 0 DRT Violations | 450 |
| Post-DP HPWL | 15.4 mm |
| Clock latency (worst-skew pair) | 0.54 ns |
| Worst path required time | 6.56 ns |
| Final Setup Violations | 0 |
| CP max-delay cell | clkdlybuf4s50_1 |
| Final tally of hold violations | 0 |
| CP Launch Type | register |
| Post-route insts no fill | 1,776 |
| Outcome | completed |
| Post-synth EDFFs | 0 |
worst max path at each step:
stage / startpoint / endpoint / slack [ns] / cells past startpoint
5_1_grt: u_edgedet_p2.b0_d1 / bt_o[2] / 4.90 / 2
6_report: u_edgedet_p2.b0_d1 / bt_o[2] / 4.99 / 2
4_1_cts: u_edgedet_p2.b0_d1 / bt_o[2] / 4.94 / 2
registers in the layout (all words and copies together), names as in the netlist, 20 cells and up:
name            cells
u_debounc1.cnt     20
u_debounc4.cnt     20
u_debounc9.cnt     20
u_debounc6.cnt     20
u_debounc5.cnt     20
u_debounc7.cnt     20
u_debounc2.cnt     20
u_debounc3.cnt     20
u_led.counter      26
u_debounc0.cnt     20
u_debounc8.cnt     20
cells in the mapped netlist (all sizes together), types with 5 or more instances:
library cell / n
a21o: 13
ha: 14
nor4: 56
clkbuf: 28
and3: 10
nand3b: 8
nand3: 45
a31oi: 6
o211ai: 7
and4: 5
nand4: 27
nor3: 74
o21ai: 71
mux2: 10
xnor2: 58
inv: 35
nand4b: 6
buf: 10
and2: 9
xor2: 67
nor2b: 17
or3: 36
or2: 9
nand2b: 20
dfrtp: 270
or4: 44
o41ai: 6
nor2: 102
a21oi: 45
nand2: 85
a211oi: 19
mux2i: 9
o31ai: 16
metrics by stage:
stage | worst slack [ns] | power, mW | instance area, µm² | util | hold WS, ns
after floorplan | 5.48 | 1.78 | 13000 | - | 0.347
after global placement | 4.75 | 1.88 | 13700 | 0.432 | 0.351
after detailed placement | 4.74 | 1.89 | 13700 | 0.432 | 0.355
after CTS | 4.94 | 3.24 | 14700 | 0.462 | 0.364
after global routing | 4.90 | 3.36 | 14700 | 0.462 | 0.367
final | 4.99 | 3.18 | 14700 | 0.462 | 0.360
kinds of logic after synthesis:
| logic type | after synthesis |
|---|---|
| AND/OR/NAND/NOR | 572 |
| multiplexers | 19 |
| XOR/XNOR | 125 |
| AND-OR/OR-AND | 213 |
| flip-flops | 270 |
| adder cells (fa/ha/maj) | 14 |
| buffers and inverters | 73 |
power groups by stage:
stage	combinational, mW	clock, mW	sequential [mW]
CTS	0.326	1.37	1.54
global route	0.370	1.42	1.56
finish	0.321	1.32	1.54
routing by layer:
metal  GRT usage  vias to the layer above  routed length [µm]
met5           0                        -                   0
met4      0.0316                        0                 484
met3      0.0191                       37                 623
met2       0.227                       98               10300
met1       0.266                     4542               12500
li1            -                     4781                   -
placed cells by master (no fill, tap or decap), types with 20 or more instances in the layout:
cell type	instances
dfrtp_1	270
nor2_1	102
nand2_1	85
nor3_1	74
o21ai_0	70
xor2_1	67
xnor2_1	58
nor4_1	56
nand3_1	45
a21oi_1	45
or4_1	41
inv_1	35
or3_1	34
clkbuf_16	31
nand4_1	27
clkdlybuf4s50_1	24
nand2b_1	20
final cells by class:
type | instances | area [µm²]
clock buffers | 47 | 886
clock inverters | 9 | 97.6
fillers | 2869 | 17100
inverters | 35 | 131
multi-input cells | 943 | 5950
flip-flops and latches | 270 | 6760
well taps | 435 | 544
repair buffers | 37 | 345
worst max-delay path: cells and delay by family (launching register included):
family,cells,cell delay [ns]
buffers and inverters,1,0.50
AND/OR/NAND/NOR,1,0.21
flip-flops,1,0.33
No activity file was given, so power comes from the tool's default toggle rates.
