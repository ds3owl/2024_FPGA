[./design.v]
module uart_tx(
  clk,
  n_rst,
  din,
  start,
  uart_txd,
  clk_tx_en,
  done
  );
input clk;
input n_rst;
input [7:0]din;
input start;
output uart_txd;
output clk_tx_en;
output done;
reg tx_en;
reg tx_en_det;
reg [12:0]cnt;
reg [3:0]cnt_bit;
reg [7:0]buffer;
reg clk_tx_en1;
reg uart_txd1;
reg done1;
parameter MAX = 13'd7;
always @(posedge clk or negedge n_rst) begin
  if(!n_rst) begin
    tx_en_det <= 1'b0;
    tx_en <= 1'b0;
  end
  else begin
    if(start == 1'b1) begin
      tx_en_det <= 1'b1;
    end
    else begin
      if(done == 1'b1) begin
        tx_en_det <= 1'b0;
      end
      else begin
        tx_en <= tx_en_det;
      end
    end
  end
end
always @(posedge clk or negedge n_rst) begin
  if(!n_rst) begin
    cnt <= 4'h0;
  end
  else begin
    if(tx_en == 1'b1) begin
     cnt <= (cnt == MAX) ? 4'h0 : cnt + 4'h01;
    end
  end
end
always @(posedge clk or negedge n_rst) begin
  if(!n_rst) begin
    clk_tx_en1 <= 1'b0;
  end
  else begin
    if(cnt==MAX-1'b1)begin
      clk_tx_en1 <= 1'b1;
    end
    else begin
      clk_tx_en1 <= 1'b0;
    end
  end
end
always @(posedge clk or negedge n_rst) begin
  if(!n_rst) begin
    cnt_bit <= 4'b0000;
  end
  else begin
    if((cnt_bit == 4'b1011)&&(clk_tx_en == 1'b1)) begin  
      cnt_bit <= 4'b0000;
    end
    else begin
      if((tx_en == 1'b1)&&(clk_tx_en == 1'b1)) begin 
      cnt_bit <= cnt_bit + 4'b0001;
      end
      else begin
        cnt_bit <= cnt_bit;
      end
    end
  end
end
always @(posedge clk or negedge n_rst) begin
  if(!n_rst) begin
    uart_txd1 <= 1'b1;
    buffer <= 8'b0;
  end
  else begin
    if((tx_en == 1'b1)&&(cnt_bit == 4'b0000)&&(cnt == MAX)) begin  
      buffer <= din;
      uart_txd1 <= 1'b0;
    end
    else begin 
      if((tx_en == 1'b1)&&(cnt_bit == 4'b1001)&&(cnt == MAX)) begin
        uart_txd1 <= 1'b0;
      end
      else begin 
        if((tx_en == 1'b1)&&(cnt_bit == 4'b1010)&&(cnt == MAX)) begin
          uart_txd1 <= 1'b1;
        end
        else begin
          if(cnt == MAX)begin
            uart_txd1 <= buffer[0];
            buffer[0] <= buffer[1];
            buffer[1] <= buffer[2];
            buffer[2] <= buffer[3];
            buffer[3] <= buffer[4];
            buffer[4] <= buffer[5];
            buffer[5] <= buffer[6];
            buffer[6] <= buffer[7];
            buffer[7] <= 1'b1;
          end
          else begin
            uart_txd1 <= uart_txd1;
          end
        end
      end
    end
  end
end
always @(posedge clk or negedge n_rst) begin
  if(!n_rst) begin
    done1 <= 1'b0;
  end
  else begin
    if((cnt_bit == 4'b1011)&&(cnt == MAX)) begin
      done1 <= 1'b1;
    end
    else begin
      done1 <= 1'b0;
    end
  end
end
assign clk_tx_en = clk_tx_en1;
assign uart_txd = uart_txd1;
assign done = done1;
endmodule
[./run.sh]
#!/bin/bash
# OpenROAD 26Q1-2900-gdf79404cd8, Yosys 0.63+post, stock flow scripts
make -C /OpenROAD-flow-scripts/flow DESIGN_CONFIG=/design/flow/config.mk WORK_HOME=/design/flow/orfs finish
[./config.mk]
export PLATFORM = sky130hd
export DESIGN_NAME = uart_tx
export DESIGN_NICKNAME = uart_tx
export VERILOG_FILES = /design/flow/design.v
export SDC_FILE = /design/flow/constraint.sdc
export NUM_CORES = 4
export LEC_CHECK = 1
export CORE_UTILIZATION = 30
[./constraint.sdc]
current_design uart_tx

set clk_period 2.6
set clk_io_pct 0.2

create_clock -name clk0 -period $clk_period [get_ports {clk}]

set non_clock_inputs [all_inputs -no_clocks]
set_input_delay [expr $clk_period * $clk_io_pct] -clock clk0 $non_clock_inputs
set_output_delay [expr $clk_period * $clk_io_pct] -clock clk0 [all_outputs]
==> job_summary.md <==
## PnR job results

| Metric | Value |
|---|---|
| Status | `finished clean` |
| Slew @ Worst Pin | `0.450 ns` |
| Top cells by count | `dfrtp_1, nand2_1, mux2_2` |
| Top cells by area | `dfrtp_1, mux2_4, mux2_2` |
| Share of the synthesized area in the top cell type | `46.6%` |
| Ys flops | `30` |
| Setup WS post-layout | `0.614 ns` |
| Final setup viols | `0` |
| Crit-path max cell delay | `0.45 ns` |
| CP Max Fanout | `9` |
| Clk Tree Root Cell | `clkbuf_8` |
| Max transition margin | `70.0%` |
| Cell Type Count | `33` |
| CP endpoint | `buffer[1]` |
| Vias in the first global route | `951` |
| Top-count cell post-synth | `dfrtp_1` |
| N_diodes | `0` |
| Largest net degree at the start of global routing | `31` |
| Async SR Flop Fraction | `100%` |
| Slowest-stage cell, CP | `dfrtp_1` |
| TritonCTS Sinks | `30` |
| Yosys Instances | `127` |
| Tool warnings | `29` |
| FP Rows | `25` |
| Mean Syn Cell Area | `12.3 um^2` |
| H-tree levels | `2` |
| CP startpoint | `cnt_bit[0]` |
| Leakage | `0.000846 uW` |
| Overall routing resource usage | `10.7%` |
| Cts bufs inserted | `5` |
| Most used DFF post-synth | `dfrtp_1` |
| TNS Setup | `0 ns` |
| Cts-stage hold buffer count | `0` |
| Final WL | `2670 um` |
| Die Y | `74.1 um` |
| Fp_density | `32.1%` |
| First-iteration detailed-routing DRC count | `57` |
| Area post-placement | `1780 um^2` |
| Utilization after layout | `38.5%` |
| Max-cap violations | `0` |
| Clk buf depth | `2` |
| Crit path DAT | `2.15 ns` |
| Routed Antenna Nets | `0` |
| Late-Pin Clk Latency | `0.28 ns` |
| Via count | `993` |
| Register share after synthesis | `48.3%` |
| Worst R2R Setup Slack | `0.61 ns` |
| CP required | `2.77 ns` |
| Fin crit period | `1.99 ns` |
| Via density | `4.62` |
| Ys Warns | `1` |
| Final Skew | `0.00639 ns` |
| Design area | `1870 um^2` |
| Cell Pwr Density | `884 nW/um^2` |
| Maximum VDD drop | `363 uV` |
| Cycle use final | `76.4%` |
| HPWL Detailed | `1900 um` |
| Share of cells above drive strength 1 | `23.0%` |
| GRT Residual Overflow | `0` |
| First-pass GRT wire length | `4440 um` |
| Startpoint types | `flop` |
| Reg clk slew, reported paths | `0.06 ns` |
| Total setup buffers inserted after CTS | `0` |
| Final hold vios | `0` |
| Area grow syn2layout | `19.8%` |
| R2r endpoint | `buffer[1]` |
| Yosys synthesis chip area | `1560 um^2` |
| Post-CTS sizing | `0` |
| Cells on worst reg2reg path | `6` |
| Reg-to-Reg Start | `cnt_bit[0]` |
| DP Worst Slack | `0.607 ns` |
| Synth area leader | `dfrtp_1` |
| Routed WL per cell | `12.4 um` |
| Crit path cell chain | `inv_1, ha_1, nor4b_2, nand4_4, mux2_2, mux2_4` |
| Core area | `4850 um^2` |
| CTS tree | `yes` |
| Ports | `14` |
| Max frequency | `504 MHz` |
| Worst min path class | `flop to flop` |
| Gpl congestion | `0.771` |
| Mapped Cells | `127` |
| Drt pass-1 iters | `4` |
| Die width | `74.1 um` |
| DR DRC count | `0` |
| Critical path class | `flop to flop` |
| Max Slew Vio Count | `0` |
| Number of enable flip-flop cells | `0` |
| Port Buffer Count | `13` |
| CP endpoint kind | `flop` |
| Post-Syn Area | `1560 um^2` |
| Unrepaired setup endpoints after global routing | `no` |
| DIE AREA | `5480 um^2` |
| Initial antenna violation count | `0` |
==> worst min path at each step <==
stage	start	end	slack, ns	depth (start not counted)
final	tx_en_det	tx_en_det	0.49	1
after global routing	uart_txd1	uart_txd1	0.51	2
after CTS	tx_en_det	tx_en_det	0.49	1
==> critical path: cells and delay by family, from the launching register on <==
kind / cells / cell delay, ns
and+or+nand+nor: 2 / 0.55
adders and majority gates: 1 / 0.17
muxes: 2 / 0.59
DFF: 1 / 0.45
buffers and inverters: 1 / 0.11
==> routing by layer <==
metal,part of all wire (%),track usage [%]
met3,4.3,2.47
met1,49,17.2
met4,1.5,2.35
met2,45,15.1
met5,0,0
==> flip-flops by register name (all words and copies together), names as in the netlist <==
signal,flops
buffer,8
cnt_bit,4
done1,1
tx_en_det,1
uart_txd1,1
cnt,13
clk_tx_en1,1
tx_en,1
==> cell families after synthesis <==
logic type / after synthesis / share of synthesized area (%)
AOI/OAI and AO/OA: 12 / 5.22
xor gates and xnor gates: 10 / 5.62
adders and majority gates: 6 / 4.82
buffers and inverters: 6 / 1.45
DFF: 30 / 48.3
muxes: 17 / 13.9
and+or+nand+nor: 46 / 20.7
==> stage by stage <==
step / std cells / total power (uW) / hold slack [ns]
after CTS: 215 / 1670 / 0.492
after global placement: 207 / 1260 / 0.459
after detailed placement: 207 / 1280 / 0.471
after global routing: 215 / 1760 / 0.511
after floorplan: 127 / 1140 / 0.224
final: 215 / 1650 / 0.488
==> final cells by class <==
cell class / instances / area [um^2]
fill: 452 / 2980
multi-input combinational: 91 / 783
sequential: 30 / 752
timing repair buffer: 14 / 138
clock buffer: 7 / 86.3
tap: 67 / 83.8
inverter: 5 / 18.8
clock inverter: 1 / 5.00
==> placed cells by master (no fill, tap or decap), drive strengths merged <==
master / synthesis / routed
a21o: 3 / 3
a22o: 1 / 1
and3: 4 / 4
and3b: 2 / 2
and4: 1 / 1
and4bb: 1 / 1
buf: 0 / 1
clkbuf: 1 / 7
clkdlybuf4s50: 0 / 13
clkinv: 0 / 1
dfrtp: 29 / 29
dfstp: 1 / 1
ha: 6 / 6
inv: 5 / 5
mux2: 16 / 16
mux2i: 1 / 1
nand2: 14 / 14
nand3: 6 / 6
nand3b: 1 / 1
nand4: 5 / 5
nor2: 6 / 6
nor2b: 1 / 1
nor3: 2 / 2
nor4: 1 / 1
nor4b: 2 / 2
o21a: 1 / 1
o21ai: 5 / 5
o22a: 1 / 1
o31ai: 1 / 1
xnor2: 6 / 6
xor2: 4 / 4
==> report_power, final <==
part | total, uW | internal [uW] | switching (uW) | leakage [uW]
sequential | 765 | 609 | 156 | 0.000382
clock | 377 | 213 | 164 | 0.0000482
combinational | 509 | 300 | 209 | 0.000417
total | 1650 | 1120 | 529 | 0.000846
Power and IR drop assume default switching activity.
