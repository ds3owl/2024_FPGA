[./design.v]
module memory_controller(
  clk,
  n_rst,
  rx_done,
  rx_data,
  wdata,
  waddr,
  wen,
  raddr,
  ren,
  rdata,
  fnd_data
);
parameter D_WIDTH = 8;
parameter A_WIDTH = 4;
input clk;
input n_rst;
input rx_done;
input [D_WIDTH-1:0] rx_data;
output [D_WIDTH-1:0] wdata;
output [A_WIDTH-1:0] waddr;
output wen;
output [A_WIDTH-1:0] raddr;
input ren;
input [D_WIDTH-1:0] rdata;
output [D_WIDTH-1:0] fnd_data;
reg [A_WIDTH-1:0] waddr;
reg [A_WIDTH-1:0] raddr;
reg [D_WIDTH-1:0] fnd_data;
wire clear;
reg [A_WIDTH-1:0] raddr_3to0;
assign wdata = rx_data;
assign wen = (rx_done == 1'b1) && (waddr != {{(A_WIDTH-1){1'b0}},3'b100})? 1'b1 : 1'b0;
assign clear = ((raddr == {(A_WIDTH){1'b0}}) && (raddr_3to0 == {{(A_WIDTH-2){1'b0}}, 2'b11})) ? 1'b1 : 1'b0;
always @(posedge clk or negedge n_rst)
    if (!n_rst) begin
      waddr <= {(A_WIDTH){1'b0}};
    end
    else begin
      if (clear == 1'b1) begin
         waddr <= {(A_WIDTH){1'b0}};
      end
      else if (wen == 1'b1) begin
        waddr <= (waddr < {{(A_WIDTH-1){1'b0}},3'b100}) ? waddr + 1'b1 : waddr;
      end
    end
always @(posedge clk or negedge n_rst)
    if(!n_rst) begin
      raddr_3to0 <= {(A_WIDTH){1'b0}};
    end
    else begin
      raddr_3to0 <= raddr;
    end
always @(posedge clk or negedge n_rst)
  if(!n_rst) begin
    raddr <= {(A_WIDTH){1'b0}};
  end
  else begin
    if ((ren == 1'b1) && (raddr <= {{(A_WIDTH-2){1'b0}}, 2'b10})) begin
      raddr <= raddr + {{(A_WIDTH-1){1'b0}},1'b1};
    end 
    else if ((raddr == {{(A_WIDTH-2){1'b0}}, 2'b11}) && (ren == 1'b1)) begin
      raddr <= {(A_WIDTH){1'b0}};
    end
    else begin 
      raddr <= raddr;
    end
  end
always @(posedge clk or negedge n_rst)
  if(!n_rst) begin
    fnd_data <= {(D_WIDTH){1'b0}};
  end
  else begin
    if (ren == 1'b1) begin
      fnd_data <= rdata;
    end
    else begin
      fnd_data <= fnd_data;
    end
  end
endmodule
module ram_dual_16x8(
  clk,
  waddr,
  wen,
  wdata,
  raddr,
  rdata
);
parameter D_WIDTH = 8;
parameter A_WIDTH = 4;
input clk;
input [A_WIDTH-1:0] waddr;
input wen;
input [D_WIDTH-1:0] wdata;
input [A_WIDTH-1:0] raddr;
output [D_WIDTH-1:0] rdata;
reg [D_WIDTH-1:0] rdata;
reg [D_WIDTH-1:0] ram[2**A_WIDTH-1:0]; 
always @(posedge clk) begin
    if (wen == 1'b1) begin  
        ram[waddr] <= wdata;
    end
    rdata <= ram[raddr];
end
endmodule
module top(
  clk,
  n_rst,
  rx_done,
  rx_data,
  sw,
  fnd_data   
);
parameter D_WIDTH = 8;
parameter A_WIDTH = 4;
input clk; 
input n_rst;
input rx_done;
input [D_WIDTH-1:0] rx_data;
input sw;
output [D_WIDTH-1:0] fnd_data;
wire [A_WIDTH-1:0] waddr_w;
wire wen_w;
wire [D_WIDTH-1:0] wdata_w;
wire [A_WIDTH-1:0] raddr_w;
wire [D_WIDTH-1:0]  rdata_w;
memory_controller u_memory_controller(
  .clk(clk),
  .n_rst(n_rst),
  .rx_done(rx_done),
  .rx_data(rx_data),
  .ren(sw),
  .waddr(waddr_w),
  .wen(wen_w),
  .wdata(wdata_w),
  .raddr(raddr_w),
  .rdata(rdata_w),
  .fnd_data(fnd_data)
);
ram_dual_16x8 u_ram_dual_16x8(
  .clk(clk),
  .wdata(wdata_w),
  .waddr(waddr_w),
  .wen(wen_w),
  .raddr(raddr_w),
  .rdata(rdata_w)
);
endmodule
[./run.sh]
#!/bin/bash
# OpenROAD 26Q1-2900-gdf79404cd8, Yosys 0.63+post, stock flow scripts
make -C /OpenROAD-flow-scripts/flow DESIGN_CONFIG=/design/flow/config.mk WORK_HOME=/design/flow/orfs finish
[./config.mk]
export PLATFORM = sky130hd
export DESIGN_NAME = top
export DESIGN_NICKNAME = top
export VERILOG_FILES = /design/flow/design.v
export SDC_FILE = /design/flow/constraint.sdc
export NUM_CORES = 4
export LEC_CHECK = 1
export CORE_UTILIZATION = 30
[./constraint.sdc]
current_design top

set clk_period 5.4
set clk_io_pct 0.2

create_clock -name clk0 -period $clk_period [get_ports {clk}]

set non_clock_inputs [all_inputs -no_clocks]
set_input_delay [expr $clk_period * $clk_io_pct] -clock clk0 $non_clock_inputs
set_output_delay [expr $clk_period * $clk_io_pct] -clock clk0 [all_outputs]
==> ci_impl_report.md <==
## Implementation flow summary

| Metric | Value |
|---|---|
| Distinct lib cells used | 36 |
| Pins Over Slew Limit | 0 |
| Crit path required time | 5.44 ns |
| Yosys Chip Area | 5930 um2 |
| Syn Std Cell Area | 5930 um2 |
| RSZ-0062 raised after global routing | false |
| Total core area | 19400 um2 |
| Leading area contributor after synthesis | edfxtp_1 |
| Psw | 600 uW |
| Post-route ant nets | 0 |
| Global route total overflow | 0 |
| Main area contributors | edfxtp_1 65%, mux4_2 12%, dfrtp_1 8.4%, dfxtp_1 2.7%, o22ai_1 1.7% |
| Vias in the first global route | 2984 |
| Number of I/O pins | 20 |
| Die x size | 143 um |
| Post-synth seq share | 76.0% |
| Clk pwr share | 41.4% |
| DRT Wirelength | 10900 um |
| Area delta synth->final | 18.0% |
| Max Buffers Root-to-Sink | 2 |
| Post-DP Area | 6410 um2 |
| Synth Area per Inst | 20.5 um2 |
| Global-route wire length before repair | 17200 um |
| Pre-CTS setup slack | 2.48 ns |
| Die H | 143 um |
| Total GRT Usage | 12.5% |
| CP max FO | 8 |
| Yosys cell count | 289 |
| Initial DRC Count | 166 |
| Final Power | 2780 uW |
| GPL Wtd Cong | 0.784 |
| Commonest Layout Cell | edfxtp_1 |
| Reg power frac | 51.0% |
| H-tree lvl count | 4 |
| Worst Tran Pin Value | 0.745 ns |
| Final worst setup slack | 2.88 ns |
| Comb pwr share | 7.6% |
| Layout cells sized above 1 | 22.5% |
| Most numerous logic cells after layout | 128 x edfxtp_1, 31 x mux4_2, 19 x clkdlybuf4s50_1, 19 x dfrtp_1, 17 x clkbuf_16 |
| Min Tclk post-route | 2.52 ns |
| FF-to-FF setup slack | 3.38 ns |
| Placed insts | 571 |
| Num rows | 51 |
| Post-synthesis xor/xnor area fraction | 0.148% |
| CTS tree | done |
| Remaining routing DRC violations | 0 |
| Worst Hold Class | flip-flop to flip-flop |
| Crit Path Class | primary input to flip-flop |
| TritonCTS buffer count | 17 |
| Synthesized-area fraction occupied by adder cells | 1.48% |
| Largest vdd supply drop | 0.241 mV |
| Number of diodes | 0 |
| Worst path arrival time | 2.55 ns |
| Non-Filler Instances | 603 |
| Final worst-path cycle share | 46.6% |
| Init Core Util | 30.6% |
| Status | finished clean |
| Reg clk slew, reported paths | 0.06 ns |
| Final Cell Area | 7000 um2 |
| Hold_buf cts | 0 |
| Crit start category | primary input |
| Worst slew margin | 50.2% |
| Ys flops | 156 |
| Max Cap Viol | 0 |
| Mapped Cells | 289 |
| CTS resizes | 0 |
| Crit. Startpoint | rx_done |
| DR pass1 iterations | 4 |
| Top logic family | multiplexers |
| Leakage power | 0.00234 uW |
| CP Capture Type | flip-flop |
| RR Startpoint | u_memory_controller.raddr[0]$_DFFE_PN0P_ |
| Simple share | 4.05% |
| Initial antenna violation count | 0 |
| Post-synth mux share | 13.9% |
| Aoi share | 2.36% |
| Largest net degree at the start of global routing | 38 |
| Setup_tns | 0 ns |
| Worst reg-to-reg path cell count | 4 |
| Syn. warnings | 2 |
| CTS Root Cell | clkbuf_16 |
| Total tool warning count | 30 |
| Switch share | 21.6% |
| Post CTS Setup Buffer Count | 0 |
| HPWL Detailed | 6920 um |
| Vias per inst | 4.53 |
| Setup Viol. Count Final | 0 |
| Total number of vias | 2730 |
| Crit path to | u_ram_dual_16x8.ram[0][3]$_DFFE_PP_ |
| Capturing point of the worst reg2reg path | u_ram_dual_16x8.rdata[2]$_DFF_P_ |
| Routed wire per std cell | 18.0 um |
| Pint | 2180 uW |
| Final hold vios | 0 |
| Clk sinks | 156 |
| DIE AREA | 20300 um2 |
| Dominant cell area share | 64.9% |
| Pwr Density | 398 nW/um2 |
| Clock skew | 0.00668 ns |
| Port bufs | 19 |
| Fmax | 397 MHz |
| Skew-Pair Late Insertion Delay | 0.41 ns |
## final cells by class
cell class                 instances  area [um2]
clock buffer                      20         447
clock inverter                    12         141
fill                            1804       12400
inverter                           5        18.8
multi-input combinational        122        1330
sequential                       156        4510
tap                              265         332
timing repair buffer              23         220
## how the worst min path moves through the flow
stage,startpoint,end,slack [ns],cells past startpoint
CTS,u_ram_dual_16x8.rdata[4]$_DFF_P_,u_memory_controller.fnd_data[4]$_DFFE_PN0P_,0.46,1
finish,u_ram_dual_16x8.rdata[4]$_DFF_P_,u_memory_controller.fnd_data[4]$_DFFE_PN0P_,0.46,1
global route,u_ram_dual_16x8.rdata[5]$_DFF_P_,u_memory_controller.fnd_data[5]$_DFFE_PN0P_,0.48,1
## routing by layer
metal,global-route usage [%],share of wire (%)
met4,0.962,0.64
met2,18.0,45
met3,8.67,13
met5,0,0
met1,16.7,41
## synth_stat cells, drive strengths merged
cell / number
clkbuf: 3
conb: 1
edfxtp: 128
and3: 5
and2: 10
dfxtp: 8
o21ai: 1
nand2: 4
and4: 1
o31ai: 2
nor4: 1
or3b: 1
nand2b: 2
mux2: 8
ha: 7
nor2b: 3
dfrtp: 20
nor3b: 2
o22ai: 16
mux4: 32
a21oi: 2
nor3: 1
buf: 10
nor2: 12
or2: 1
xnor2: 1
a221o: 1
inv: 5
mux2i: 1
## logic make-up (layout without fill, tap and decap cells)
logic type / after synthesis / after routing
DFF: 156 / 156
and+or+nand+nor: 43 / 43
muxes: 41 / 41
AOI/OAI and AO/OA: 22 / 22
buffers and inverters: 18 / 60
adders and majority gates: 7 / 7
other: 1 / 8
xor gates and xnor gates: 1 / 1
## critical path, stage by stage
cell,delay [ns]
clkdlybuf4s50_1,0.55
nor2b_1,0.27
nand2_1,0.08
nor2_1,0.57
## state kept, by name, indices dropped and copies added, names as in the netlist
| name | count |
|---|---|
| u_ram_dual_16x8.rdata | 8 |
| u_memory_controller.raddr | 4 |
| u_memory_controller.waddr | 4 |
| u_ram_dual_16x8.ram | 128 |
| u_memory_controller.raddr_3to0 | 4 |
| u_memory_controller.fnd_data | 8 |
## power by group through the flow
stage | logic [uW] | clock network [uW] | registers, uW
finish | 211 | 1150 | 1420
CTS | 216 | 1180 | 1420
global route | 239 | 1230 | 1430
## stage by stage
| step | utilization [%] | hold WS [ns] |
|---|---|---|
| finish | 36.1 | 0.458 |
| global route | 36.1 | 0.481 |
| global placement | 33.0 | 0.443 |
| floorplan | - | 0.375 |
| detailed placement | 33.0 | 0.447 |
| CTS | 36.1 | 0.461 |
No activity file was given, so power comes from the tool's default toggle rates.
